`/design/flow/design.v`:
```
module frequency_1hz (
    input wire clk_in,        
    input wire reset,         
    output reg clk_out        
);
    reg [25:0] counter;  
initial 
begin
clk_out =1'b0;
counter =26'd0;
end 
    always @(posedge clk_in or posedge reset) begin
        if (reset) begin
            counter <= 26'd0;   
            clk_out <= 1'b0;    
        end else begin
            if (counter == 26'd24999999) begin
                counter <= 26'd0;          
                clk_out <= ~clk_out;       
            end else begin
                counter <= counter + 1'b1;    
            end
        end
    end
endmodule
module led_7_segment(
    input [3:0] bcd,     
    output reg [6:0] led  
);
    always @(*) begin
        case (bcd)
            4'b0000: led= 7'b1000000; 
            4'b0001: led= 7'b1111001; 
            4'b0010: led= 7'b0100100; 
            4'b0011: led= 7'b0110000; 
            4'b0100: led= 7'b0011001; 
            4'b0101: led= 7'b0010010; 
            4'b0110: led= 7'b0000010; 
            4'b0111: led= 7'b1111000; 
            4'b1000: led= 7'b0000000; 
            4'b1001: led= 7'b0010000; 
            default: led= 7'b1111111; 
        endcase
    end
endmodule
module led_blinker (
    input wire divided_clk,   
    input wire enable,        
    output reg led_out        
);
    always @(posedge divided_clk ) begin
        if (enable) begin
            led_out <= ~led_out;   
        end else begin
            led_out <= 1'b0;   
        end
    end
endmodule
module timer10
#(parameter N = 4'b1001)  
(
    input wire set_time,
    input wire Clk,
    input wire start,
    input wire stop,
    input wire reset,
    input wire pause,
    input wire UpOrDown,   
    input wire [3:0] Init_value,
    output reg [3:0] Count,
    output reg carry
);
localparam [3:0] Count0 = 4'b0000, 
                 Count1 = 4'b0001,
                 Count2 = 4'b0010,
                 Count3 = 4'b0011,
		 Count4 = 4'b0100,
		 Count5 = 4'b0101,
		 Count6 = 4'b0110,
		 Count7 = 4'b0111,
		 Count8 = 4'b1000,
		 Count9 = 4'b1001,
		 IDE    = 4'b1010,
		 Pause_state= 4'b1011,
		 Stop_state = 4'b1100;
reg [3:0] state_reg, state_next, state_hold;
always @(posedge Clk or posedge reset or posedge set_time) begin
    if (reset) 
        state_reg <= IDE;
    else if (set_time)
        state_reg <= IDE;
    else begin
	if(state_reg !=Pause_state) state_hold<=state_reg;
        state_reg <= state_next;
	end 
end
always @* begin
    state_next = state_reg;
    case (state_reg)
        IDE: begin
            if (start) begin
		if(UpOrDown)  begin 
			if( Init_value == N)  state_next= Count0;
			else 			 state_next = Init_value +1'b1; 
	    	end else begin 	
			if( Init_value == 1'b0)  state_next= N;
			else 			 state_next = Init_value - 1'b1; 
		end 
	    end 
        end
        Count0: begin
            if (pause || !start )
                state_next = Pause_state;
            else if (stop)
                state_next = Stop_state ;
	    else begin 
		if(UpOrDown) begin 
		state_next = Count1;
		end else begin 
		state_next = N;
                end 
	    end 
        end
        Count1: begin
            if (pause || !start )
                state_next = Pause_state;
            else if (stop)
                state_next = Stop_state ;
	    else begin 
		if(UpOrDown) begin
		   if(Count==N)      state_next=Count0;
		   else 	     state_next=Count2;
		end else begin
		   state_next = Count0;
		end 	
	    end 
        end
        Count2: begin
            if (pause || !start )
                state_next = Pause_state;
            else if (stop)
                state_next = Stop_state ;
	    else begin 
		if(UpOrDown) begin
		   if(Count==N)      state_next=Count0;
		   else 	     state_next=Count3;
		end else begin
		   state_next = Count1;
		end 	
	     end 
        end
        Count3: begin
            if (pause || !start )
                state_next = Pause_state;
            else if (stop)
                state_next = Stop_state ;
	    else begin 
		if(UpOrDown) begin
		   if(Count==N)      state_next=Count0;
		   else 	     state_next=Count4;
		end else begin
		   state_next = Count2;
		end 	
	    end 
        end
        Count4: begin
            if (pause || !start )
                state_next = Pause_state;
            else if (stop)
                state_next = Stop_state ;
	    else begin 
		if(UpOrDown) begin
		   if(Count==N)      state_next=Count0;
		   else 	     state_next=Count5;
		end else begin
		   state_next = Count3;
		end 	
	    end 
        end
        Count5: begin
            if (pause || !start )
                state_next = Pause_state;
            else if (stop)
                state_next = Stop_state ;
	    else begin 
		if(UpOrDown) begin
		   if(Count==N)      state_next=Count0;
		   else 	     state_next=Count6;
		end else begin
		   state_next = Count4;
		end 	
	    end 
        end
        Count6: begin
            if (pause || !start )
                state_next = Pause_state;
            else if (stop)
                state_next = Stop_state ;
	    else begin 
		if(UpOrDown) begin
		   if(Count==N)      state_next=Count0;
		   else 	     state_next=Count7;
		end else begin
		   state_next = Count5;
		end 	
	    end 
        end
        Count7: begin
            if (pause || !start )
                state_next = Pause_state;
            else if (stop)
                state_next = Stop_state ;
	    else begin 
		if(UpOrDown) begin
		   if(Count==N)      state_next=Count0;
		   else 	     state_next=Count8;
		end else begin
		   state_next = Count6;
		end 	
	    end 
        end
        Count8: begin
            if (pause || !start )
                state_next = Pause_state;
            else if (stop)
                state_next = Stop_state;
	    else begin 
		if(UpOrDown) begin
		   if(Count==N)      state_next=Count0;
		   else 	     state_next=Count9;
		end else begin
		   state_next = Count7;
		end 	
	    end 
        end
        Count9: begin
            if (pause || !start )
                state_next = Pause_state;
            else if (stop)
                state_next = Stop_state ;
	    else begin 
		if(UpOrDown) begin 
		state_next = Count0;
		end else begin 
		state_next = Count8;
		end 
	    end 
        end
        Pause_state: begin  
            if (!pause && start) begin 
		if(UpOrDown)  begin 
			if( Count == N)  state_next= Count0;
			else 			 state_next = Count + 1'b1; 
	    	end else begin 	
			if( Count == 1'b0)  state_next= N;
			else 			 state_next = Count - 1'b1; 
		end 
	   end 
        end
        Stop_state: begin
        end
        default: state_next = IDE;
    endcase
end
always @* begin 
case (state_reg) 
	IDE: begin 
		Count=Init_value;
		carry=1'b0; 
	     end 
	Count0: begin 
		Count=4'b0000;
		if(UpOrDown) carry=1'b1 ;
		else         carry=1'b0;
	        end 
	Count1: begin 
		Count=4'b0001;
		if(UpOrDown) carry=1'b0 ;
		else  begin     
			if( Count==N)  carry=1'b1;
			else           carry=1'b0;
               end 
	     end 
	Count2: begin 
		Count=4'b0010;
		if(UpOrDown) carry=1'b0 ;
		else  begin     
			if( Count==N)  carry=1'b1;
			else           carry=1'b0;
               end 
	     end 
	Count3: begin 
		Count=4'b011;
		if(UpOrDown) carry=1'b0 ;
		else  begin     
			if( Count==N)  carry=1'b1;
			else           carry=1'b0;
               end 
	     end 
	Count4: begin 
		Count=4'b0100;
		if(UpOrDown) carry=1'b0 ;
		else  begin     
			if( Count==N)  carry=1'b1;
			else           carry=1'b0;
               end 
	     end 
	Count5: begin 
		Count=4'b0101;
		if(UpOrDown) carry=1'b0 ;
		else  begin     
			if( Count==N)  carry=1'b1;
			else           carry=1'b0;
               end 
	     end 
	Count6: begin 
		Count=4'b0110;
		if(UpOrDown) carry=1'b0 ;
		else  begin     
			if( Count==N)  carry=1'b1;
			else           carry=1'b0;
               end 
	     end 
	Count7: begin 
		Count=4'b0111;
		if(UpOrDown) carry=1'b0 ;
		else  begin     
			if( Count==N)  carry=1'b1;
			else           carry=1'b0;
               end 
	     end 
	Count8: begin 
		Count=4'b1000;
		if(UpOrDown) carry = 1'b0 ;
		else  begin     
			if( Count==N)  carry = 1'b1;
			else           carry = 1'b0;
               end 
	     end 
	Count9: begin 
		Count=4'b1001;
		if(UpOrDown)	   carry=1'b0 ;
		else              carry=1'b1;
	     end 
	Pause_state: begin 
			Count=state_hold;
			if(UpOrDown)begin
				if(state_hold==4'b0000) carry=1'b1;
				else                    carry=1'b0;
			end else begin  
				if(state_hold==N)       carry=1'b1;
				else                    carry=1'b0;
			end 
	     end 
	Stop_state: begin
		Count=4'b0000;
		carry=1'b0;
		end 
	default  : begin 
		Count=4'b0000;
		carry=1'b0;
	end 
	endcase
end 
endmodule
module timer60 (
    input wire Clk,
    input wire set_time,
    input wire UpOrDown, 
    input wire start, 
    input wire stop,
    input wire reset,
    input wire pause,
    input wire [3:0] Init_unitvalue,
    input wire [3:0] Init_dozenvalue,
    output wire [7:0] Init_value60,
    output wire [7:0] Count60,
    output wire [1:0] carry60
);
    wire [3:0] count_lower, count_upper;
    wire carry_lower, carry_upper;
    assign Init_value60 = {Init_dozenvalue, Init_unitvalue};
    assign Count60 = {count_upper, count_lower};
    assign carry60 = {carry_upper, carry_lower};
    timer10 #(.N(4'b1001)) Unit (
        .Clk(Clk),
        .set_time(set_time),
        .start(start),
        .stop(stop),
        .reset(reset),
        .pause(pause),
        .UpOrDown(UpOrDown),
        .Init_value(Init_unitvalue),
        .Count(count_lower),
        .carry(carry_lower)
    );
    timer10 #(.N(4'b0101)) Dozen (  
        .Clk(carry_lower),  
        .set_time(set_time),
        .start(start),
        .stop(stop),
        .reset(reset),
        .pause(pause),
        .UpOrDown(UpOrDown),
        .Init_value(Init_dozenvalue),
        .Count(count_upper),
        .carry(carry_upper)
    );
endmodule
module timer_group3_final 
(
input wire sys_clk,
input wire set_time_increase,
input wire set_time_decrease,
input wire start,
input wire pause,
input wire reset,
output wire [6:0] min1_led,
output wire [6:0] min0_led,
output wire [6:0] sec1_led,
output wire [6:0] sec0_led,
output wire blink_led
);
wire clk_1hz;
wire [7:0] Init_minvalue ;
wire [7:0] Init_secvalue ;
wire [7:0] Countmin ;
wire [7:0] Countsec ;
wire [1:0] carrymin ;
wire [1:0] carrysec ; 
wire enable_led ;
frequency_1hz Clk_block (.clk_in(sys_clk),.reset(reset),.clk_out(clk_1hz));
timer_group3ok FPGA_timer (
.Clk(clk_1hz),
.set_time_increase(set_time_increase),
.set_time_decrease(set_time_decrease),
.start(start),
.pause(pause),
.reset(reset),
.Init_minvalue(Init_minvalue),
.Init_secvalue(Init_secvalue),
.Countmin(Countmin),
.Countsec(Countsec),
.carrymin(carrymin),
.carrysec(carrysec),
.blink_led(enable_led)
);
led_7_segment leg1_min (
.bcd(Countmin[7:4]),
.led(min1_led)
);
led_7_segment leg0_min (
.bcd(Countmin[3:0]),
.led(min0_led)
);
led_7_segment leg1_sec (
.bcd(Countsec[7:4]),
.led(sec1_led)
);
led_7_segment leg0_sec (
.bcd(Countsec[3:0]),
.led(sec0_led)
);
led_blinker toggle_led (
.divided_clk(clk_1hz),
.enable(enable_led),
.led_out(blink_led)
);
endmodule 
module timer_group3ok (
    input wire Clk,
    input wire set_time_increase,
    input wire set_time_decrease,
    input wire start,
    input wire pause,
    input wire reset,
    output wire [7:0] Init_minvalue,
    output wire [7:0] Init_secvalue,
    output wire [7:0] Countmin,
    output wire [7:0] Countsec,
    output wire [1:0] carrymin,
    output wire [1:0] carrysec,
    output wire blink_led
);
    reg [3:0] Int_min1value, Int_min0value;
    reg [3:0] Int_sec1value, Int_sec0value;
    reg blink_signal;
    reg Set_clk;
    reg stop;
    wire trigger_start;
    wire UpOrDown = 1'b0;  
    initial begin
        Int_min1value = 4'b0000;
        Int_min0value = 4'b0000;
        Int_sec1value = 4'b0000;
        Int_sec0value = 4'b0000;
        stop = 1'b0;
        Set_clk = 1'b1;
        blink_signal = 1'b0;
    end
    assign blink_led = blink_signal;
assign trigger_start = (start && (|Int_min1value || |Int_min0value)) ? 1 : 0;
      always @(posedge Clk) begin
		if (!start && !stop) begin 
        if (set_time_increase==1'b0 ) begin
            if (Int_min0value < 4'b1001) begin
                Int_min0value <= Int_min0value + 1'b1;
            end else if (Int_min1value < 4'b0101) begin
                Int_min0value <= 4'b0000;
                Int_min1value <= Int_min1value + 1'b1;
            end else begin
                Int_min0value <= 4'b0000;
                Int_min1value <= 4'b0000;
            end
            Set_clk <= 1'b1;
        end else if (set_time_decrease==1'b0 ) begin
            if (Int_min0value > 4'b0000) begin
                Int_min0value <= Int_min0value - 1'b1;
            end else if (Int_min1value > 4'b0000) begin
                Int_min1value <= Int_min1value - 1'b1;
                Int_min0value <= 4'b1001;
            end else begin
                Int_min1value <= 4'b0000;
                Int_min0value <= 4'b0000;
            end
            Set_clk <= 1'b1;
        end else begin
            Set_clk <= 1'b0;
        end
		  end 
    end
always @(posedge Clk or posedge reset) begin
    if (reset) begin
        blink_signal <= 1'b0;
        stop <= 1'b0;
    end else if (trigger_start) begin
        if (Countmin==8'b00000000 && Countsec==8'b00000001 ) begin
            blink_signal <= 1'b1;
            stop <= 1'b1; 
        end 
    end
end
    timer60 seccount (
        .Clk(Clk),
        .set_time(Set_clk),
        .UpOrDown(UpOrDown),
        .start(trigger_start),
        .stop(stop),
        .reset(reset),
        .pause(pause),
        .Init_unitvalue(Int_sec0value),
        .Init_dozenvalue(Int_sec1value),
        .Init_value60(Init_secvalue),
        .Count60(Countsec),
        .carry60(carrysec)
    );
    timer60 mincount (
        .Clk(carrysec[1]),
        .set_time(Set_clk),
        .UpOrDown(UpOrDown),
        .start(trigger_start),
        .stop(stop),
        .reset(reset),
        .pause(pause),
        .Init_unitvalue(Int_min0value),
        .Init_dozenvalue(Int_min1value),
        .Init_value60(Init_minvalue),
        .Count60(Countmin),
        .carry60(carrymin)
    );
endmodule
```
`/design/flow/run.sh`:
```
#!/bin/bash
# OpenROAD 26Q1-2900-gdf79404cd8, Yosys 0.63+post, stock flow scripts
make -C /OpenROAD-flow-scripts/flow DESIGN_CONFIG=/design/flow/config.mk WORK_HOME=/design/flow/orfs finish
```
`/design/flow/config.mk`:
```
export PLATFORM = sky130hd
export DESIGN_NAME = timer_group3_final
export DESIGN_NICKNAME = timer_group3_final
export VERILOG_FILES = /design/flow/design.v
export SDC_FILE = /design/flow/constraint.sdc
export NUM_CORES = 4
export LEC_CHECK = 1
export CORE_UTILIZATION = 40
```
`/design/flow/constraint.sdc`:
```
current_design timer_group3_final

set clk_period 3.0
set clk_io_pct 0.2

create_clock -name clk0 -period $clk_period [get_ports {sys_clk}]

set non_clock_inputs [all_inputs -no_clocks]
set_input_delay [expr $clk_period * $clk_io_pct] -clock clk0 $non_clock_inputs
set_output_delay [expr $clk_period * $clk_io_pct] -clock clk0 [all_outputs]
```
==> results.yml <==
# synthesis and place-and-route metrics
pwr:
  powerDensity_mw_per_mm2: 121.5
  swShare_pct: 20.70
  power_frac_comb_pct: 7.4
  leakage_uw: 0.002404
  vdd_ir_drop_max_mv: 0.3932
  p_int_uw: 567.6
  pwr-share-seq_pct: 51.3
  pwr-share-clk_pct: 41.3
  p_sw_uw: 148.2
cts:
  cts_hold_buf: 0
  clock_latency_ns: 0.25
  h-tree-depth: 1
  numCtsBuffers: 3
  clk_path_buf_depth: 2
  cts_tree: "done"
  clk_pin_slew_worst_paths_ns: 0.06
  ctsResizeCount: 0
  cts_setup_buffers: 0
  cts_root_buf: "clkbuf_16"
synthesis:
  synthCells: 614
  async_reset_ff_share_pct: 62.86
  ff_type: "dfrtp_1"
  top_area_cell: "dfrtp_1"
  yosysWarningCount: 6
  syn_area_per_cell_um2: 8.777
  edf_count: 25
  ys_seq_share_pct: 34.92
  top_cell_area_share_pct: 16.72
  syn_area_mm2: 0.005389
  yosysUniqueCellTypes: 81
  yosys_area_mm2: 0.005389
  synth_flops: 70
  ys_cells: 614
  top_cells_by_area: "dfrtp_1, edfxtp_1, ha_1"
timing:
  slew_viol_final: 0
  maxSlewHeadroom_pct: 52.99
  setup_tns_ns: 0
  finClkSkew_ns: 0.003395
  tightest_slew_ns: 0.7029
  grt_setup_unrepaired: "no"
  untimed_endpoints: 97
  layout_setup_ws_ns: 1.128
  unclocked_pins: 43
  setup_viol: 0
  period_minus_slack_ns: 1.872
  finalClockPeriodUsage_pct: 62.41
  fmax_mhz: 534.1
  hold_viol_final: 0
layout:
  final_cells: 798
  regMostFlops: "Clk_block.counter"
  final_util_pct: 44.67
  drive_gt1_share_pct: 6.752
  final_cell_area_mm2: 0.005892
  largest_reg_flops: 26
  syn_to_final_growth_pct: 9.334
placed_design:
  dp_hpwl_um: 8624
  port_buffers: 34
  dp_slack_ns: 1.163
  dp.cells: 794
  post_dp_cell_area_mm2: 0.005813
  place_congestion: 0.8689
drt:
  vias: 4457
  first_iter_violations: 314
  dr.pass1.iters: 5
  n_antenna_cell: 0
  routed_wl_um: 11550
  routedWlPerCell_um: 14.48
  detail-route-antenna-nets: 0
  vias_per_cell: 5.585
  drc_errors: 0
outcome:
  status: "finished clean"
setup_path:
  crit_path_start_kind: "flip-flop"
  endpoint_kind: "flip-flop"
  crit_arrival_ns: 2.02
  required_ns: 3.15
  crit_fanout: 7
  critPathKind: "reg2reg"
run:
  openroad.warnings: 43
  max_cap_viol_count: 0
global_routing:
  antenna_found_initial: 0
  grt_overflow: 0
  grt_pass1_vias: 4118
  grt_use_total_pct: 17.63
  grt_max_degree: 28
  grt_pass1_wl_um: 20150
worst_hold_path:
  hp-class: "reg2reg"
die:
  dieArea_mm2: 0.01394
  core_mm2: 0.01319
  chipWidth_um: 118.1
  fp_util_pct: 40.86
  floorplan.rows: 42
  fp.dieH_um: 118.1
  io_pins: 35
## routing by layer
layer | GRT usage, % | vias up | share of wire (%)
li1 | - | 2257 | -
met4 | 0.4808 | 0 | 0.24
met3 | 1.337 | 4 | 2.4
met1 | 29.46 | 2128 | 52
met2 | 27.17 | 68 | 45
met5 | 0 | - | 0
## layout make-up
cell class / instances / area (um2)
clock buffer: 4 / 78.83
fill: 1246 / 7298
inverter: 28 / 105.1
multi-input combinational: 481 / 3228
sequential: 70 / 1882
tap: 176 / 220.2
timing repair buffer: 39 / 377.9
## cells in the mapped netlist (4+ instances only)
master / n
and2_1: 6
o311ai_0: 4
xor2_1: 17
a21o_1: 5
dfrtp_1: 36
ha_1: 29
or3_1: 5
o211ai_1: 4
nand2b_1: 8
buf_2: 16
mux2i_1: 14
nor3_1: 14
a211oi_1: 5
nor2b_1: 14
a31oi_1: 8
nand2_1: 49
a21oi_1: 48
inv_1: 26
mux2_2: 7
edfxtp_1: 25
o21ai_0: 40
xnor2_1: 13
and3_1: 11
dfstp_2: 8
nor2_1: 55
o22ai_1: 8
clkbuf_1: 15
nand4_1: 8
o21a_1: 8
nand3_1: 23
nand3b_1: 6
nor4_1: 8
## layout by cell type, fill, tap and decap left out, drive strengths merged, types with 3 or more instances in the layout
cell type,count
a211oi,5
o31ai,3
a221oi,3
nor2,55
clkbuf,4
mux2,8
nand4,8
nor2b,14
nand3,23
dfstp,8
nand2b,8
o311ai,6
o22ai,9
nand2,49
or3,5
o21a,8
buf,5
edfxtp,25
nand3b,6
a31oi,9
o211ai,4
and2,6
ha,29
dfrtp,36
nor3,15
a21o,5
clkdlybuf4s50,34
mux2i,14
o21ai,41
a21boi,3
nor3b,6
and3,11
inv,28
a21oi,49
xor2,17
xnor2,13
nor4,9
## cell families after synthesis
logic type	synth area share [%]
compound gates	21.32
xor+xnor	4.876
fa+ha+maj	6.733
buf+inv	5.177
flops	34.92
mux	4.272
simple gates	22.71
## worst max-delay path, stage by stage (launching register included)
cell and delay, ns:
dfrtp_1 0.43, nand4_1 0.30, nor4_1 0.64, nand4_1 0.19, xor2_1 0.16, nor2_1 0.05
## power groups by stage
stage	Clock [uW]	Combinational [uW]	Sequential [uW]
6_report	295	53.3	367
5_1_grt	320	60.2	367
4_1_cts	303	54.3	367
## final timing paths
kind                                       start                    end  slack, ns  depth (start not counted)
max in group asynchronous                  reset  Clk_block.counter[23]       1.81                          3
max reg2reg                 Clk_block.counter[6]  Clk_block.counter[13]       1.13                          5
max                         Clk_block.counter[6]  Clk_block.counter[13]       1.13                          5
min reg2reg                Clk_block.counter[25]  Clk_block.counter[25]       0.48                          1
min in group asynchronous                  reset   Clk_block.counter[2]       0.95                          3
min                        Clk_block.counter[25]  Clk_block.counter[25]       0.48                          1
## through the flow
stage / power, uW / hold slack [ns]
floorplan: 408.4 / 0.4465
global placement: 427.5 / 0.4665
detailed placement: 427.9 / 0.4783
CTS: 724.4 / 0.4905
global route: 746.8 / 0.5149
finish: 715.8 / 0.4798
Power is estimated from default activity; no workload was simulated.
